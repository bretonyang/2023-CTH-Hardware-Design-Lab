File: /design/flow/config.mk
export PLATFORM = sky130hd
export DESIGN_NAME = lab3_2
export DESIGN_NICKNAME = lab3_2
export VERILOG_FILES = /design/flow/design.v
export SDC_FILE = /design/flow/constraint.sdc
export NUM_CORES = 4
export LEC_CHECK = 1
export CORE_UTILIZATION = 30
File: /design/flow/constraint.sdc
current_design lab3_2

set clk_period 3.8
set clk_io_pct 0.2

create_clock -name clk0 -period $clk_period [get_ports {clk}]

set non_clock_inputs [all_inputs -no_clocks]
set_input_delay [expr $clk_period * $clk_io_pct] -clock clk0 $non_clock_inputs
set_output_delay [expr $clk_period * $clk_io_pct] -clock clk0 [all_outputs]
File: /design/flow/design.v
`timescale 1ns / 1ps
module lab3_2 (
    input clk,
    input rst,
    input en,
    input speed,
    input dir,
    output reg [15:0] led
    );
    parameter REGULAR = 2'b00;
    parameter ESCAPE = 2'b01;
    parameter SHINING = 2'b10;
    parameter S0 = 16'b0;
    parameter S1 = 16'b1000_1000_1000_1000;
    parameter S2 = 16'b1100_1100_1100_1100;
    parameter S3 = 16'b1110_1110_1110_1110;
    parameter S4 = 16'b1111_1111_1111_1111;
    wire local_clk, clk_div24, clk_div26;
    reg [15:0] next_led;
    reg [1:0] state, next_state;
    reg [3:0] counter, next_counter;
	clock_divider_3_2 #(24) div1(.clk(clk), .clk_div(clk_div24));  
    clock_divider_3_2 #(26) div2(.clk(clk), .clk_div(clk_div26));  
    assign local_clk = (speed) ? clk_div24 : clk_div26;
    always @(posedge local_clk or posedge rst) begin
        if(rst == 1'b1) begin
            state <= REGULAR;
            led <= S0;
            counter <= 4'b0;
        end else if (en == 1'b1) begin
            state <= next_state;
            led <= next_led;
            counter <= next_counter;
        end
    end
    always @(*) begin
        next_state = state;
        next_led = led;
        next_counter = counter;
        case (state)
            REGULAR: begin
                if (counter == 4'd14) next_state = ESCAPE;
                else next_state = REGULAR;
                if (counter == 4'd14) next_counter = 4'b0;
                else next_counter = counter + 1'b1;
                if (counter == 4'd14) next_led = led;
                else begin
                    next_led = led;
                    case (led)
                        S0: next_led = S1;
                        S1: next_led = S2;
                        S2: next_led = S3;
                        S3: next_led = S4;
                        S4: next_led = S0;
                    endcase
                end
            end 
            ESCAPE: begin
                if (dir == 1'b0) begin
                    if (led == 16'b0) begin
                        if (counter == 4'b1) begin
                            next_state = SHINING;
                            next_counter = 4'b0;
                            next_led = led;
                        end
                        else begin
                            next_state = ESCAPE;
                            next_counter = 4'd1;
                            next_led = led;
                        end
                    end
                    else begin
                        next_state = ESCAPE;
                        next_led = led >> 2;
                        next_counter = 4'b0;
                    end
                end
                else begin
                    if (led == 16'b1111_1111_1111_1111) begin
                        if (counter == 1'b1) begin
                            next_state = REGULAR;
                            next_counter = 4'b0;
                            next_led = 16'b0;
                        end
                        else begin
                            next_state = ESCAPE;
                            next_counter = 4'd1;
                            next_led = led;
                        end
                    end
                    else begin
                        next_state = ESCAPE;
                        next_led = (led << 2) | 16'b11;
                        next_counter = 4'b0;
                    end
                end
            end
            SHINING: begin
                if (counter == 4'd9) next_state = REGULAR;
                else next_state = SHINING;
                next_led = ~led;
                if (counter == 4'd9) next_counter = 4'b0;
                else next_counter = counter + 1;
            end
        endcase
    end
endmodule
module clock_divider_3_2 
    #(parameter n = 25)
    (input clk, output clk_div);
    reg [n - 1:0] counter = 0;
    wire [n - 1:0] next_counter; 
    always @(posedge clk) begin
        counter <= next_counter;
    end
    assign next_counter = counter + 1;
    assign clk_div = counter[n - 1];
endmodule
File: /design/flow/run.sh
#!/bin/bash
# OpenROAD 26Q1-2900-gdf79404cd8, Yosys 0.63+post, stock flow scripts
make -C /OpenROAD-flow-scripts/flow DESIGN_CONFIG=/design/flow/config.mk WORK_HOME=/design/flow/orfs finish
==> flow_metrics.py <==
# Metrics from the implementation run
metrics = {
    "clock_network": {
        "cts_setup_buffers": 0,
        "insertion_delay_ps": 280,
        "post_cts_resized": 0,
        "cts_hold_buf": 0,
        "clockBufferDepth": 2,
        "h-tree-depth": 2,
        "cts_buffers": 5,
        "cts_tree": "yes",
        "clk_pin_slew_ps": 60,
        "cts_root_buf": "clkbuf_16",
    },
    "floorplan": {
        "die_x_microns": 108,
        "design.core.area_sq_mm": 0.0109,
        "io_pins": 21,
        "die_area_sq_mm": 0.0117,
        "fp_util": 0.310,
        "fp.dieH_microns": 108,
        "rows": 38,
    },
    "worst_setup_path": {
        "cp-startpoint": "div2.counter[0]",
        "startpoint_type": "flip-flop",
        "cpMaxStageDelayCell": "nor4_1",
        "crit_type": "flip-flop to flip-flop",
        "rr_worst_depth": 6,
        "regToRegSetupSlack_ps": 1900,
        "reg2reg_to": "div2.counter[20]",
        "cp.required_ps": 4010,
        "cp.arrival_ps": 2110,
        "crit_path_end_kind": "flip-flop",
        "worst-path-max-fanout": 5,
        "r2r-start": "div2.counter[0]",
        "critPathMaxStageDelay_ps": 480,
        "crit_chain": "ha_1 -> nand2_1 -> nor4_1 -> nor2b_1 -> and3_1 -> xor2_1",
    },
    "detailed_routing": {
        "antenna_cells": 0,
        "drtIter0Drc": 114,
        "viasPerCell": 4.98,
        "wire_per_inst_microns": 12.1,
        "drt-pass1-iter-count": 4,
        "top_layer": "met4",
        "dr_wl_met3_microns": 231,
        "wl_met1_microns": 3130,
        "wl_met2_microns": 2710,
        "drc": 0,
        "vias": 2515,
        "postRouteAntennaNets": 0,
        "routed_wl_microns": 6110,
    },
    "cells_and_area": {
        "drive_gt1_frac": 0.0575,
        "layout.cells.non_filler": 505,
        "area_delta_synth_final_pct": 15.3,
        "final_area_sq_mm": 0.00391,
        "final_util": 0.358,
        "lay_top_cells": "50 x dfxtp_1, 47 x nand2_1, 37 x xnor2_1",
        "lay_top_count": "dfxtp_1",
    },
    "pwr": {
        "clkPwrFrac": 0.474,
        "ir_worst_vdd_mv": 0.233,
        "swShare": 0.178,
        "p_comb_frac": 0.014,
        "p_int_uw": 839,
        "total_power_uw": 1020,
        "powerDensity_mw_per_mm2": 261,
        "p_leak_uw": 0.00146,
        "seqPwrFrac": 0.513,
        "p_switching_uw": 182,
    },
    "final_timing": {
        "setup_tns_ps": 0,
        "drv_slew": 0,
        "period_used_share": 0.499,
        "setup_violations": 0,
        "hold_viol": 0,
        "unclocked_pins": 23,
        "rsz0062_at_grt": "no",
        "slew_headroom": 0.498,
        "untimed_endpoints": 39,
        "finClkSkew_ps": 5.75,
        "tightest_slew_ps": 751,
        "fmax_ghz": 0.527,
        "fin_crit_ps": 1900,
    },
    "logic_synthesis": {
        "ys_ff": 73,
        "synth_area_sq_mm": 0.00339,
        "flop_cell": "dfxtp_1",
        "netlist.area_leader.share": 0.295,
        "yosys_warnings": 3,
        "ys_area_sq_mm": 0.00339,
        "syn_inst": 343,
        "synth_cell_types": 54,
        "edf_count": 0,
        "area_leaders": "dfxtp_1 30%, dfrtp_1 16%, xnor2_1 9.6%",
        "ys_cells": 343,
        "ys_seq_frac": 0.465,
        "yosysTopAreaCell": "dfxtp_1",
        "async_reset_ff_frac": 0.315,
        "syn_area_per_cell_sq_um": 9.89,
    },
    "global_route": {
        "grt_pass1_vias": 2284,
        "gr-total-overflow": 0,
        "grt_pass1_wl_microns": 10700,
        "grt_util_all_layers": 0.113,
        "antenna_found_initial": 0,
        "grt_start_max_net_pins": 24,
    },
    "placement": {
        "place.gp.congestion": 0.851,
        "place_area_sq_mm": 0.00374,
        "post-place-cells": 497,
        "dpl.hpwl_microns": 4360,
        "port_buffers": 20,
    },
    "flow_run": {
        "maxCapViolations": 0,
        "warnings": 25,
    },
    "hold_path": {
        "whs_endpoint": "div1.counter[0]",
        "hold_path_depth": 1,
        "hold_path.class": "flip-flop to flip-flop",
        "hold_path.startpoint": "div1.counter[0]",
    },
    "run_status": {
        "outcome": "complete, no violations",
    },
}
[synth_stat cells (2+ instances only)]
master and n:
o221ai_1 2, mux2i_1 2, and2_1 4, a21oi_1 7, o21ai_0 11, xnor2_1 37, nand3_1 19, clkbuf_1 7
a21o_1 2, and4_1 9, xor2_1 9, ha_1 2, nor3_1 3, nand4_1 15, nor4_1 4, nor4_2 2
a31o_2 2, and3_1 7, nand2_1 47, mux2_1 14, o2111ai_1 6, nor2_1 14, inv_1 10, nor2b_1 2
dfxtp_1 50, dfrtp_1 22, a211o_1 7
[how the worst max path moves through the flow]
stage             endpoint  slack [ps]  depth (start not counted)
4_1_cts   div2.counter[20]        1900                          6
5_1_grt   div2.counter[20]        1700                          6
6_report  div2.counter[20]        1900                          6
[metal layers]
layer / vias up / GRT usage
met5: - / 0
met4: 0 / 0.00965
met3: 2 / 0.0160
met2: 51 / 0.177
met1: 1170 / 0.176
li1: 1292 / -
[cells by family after synthesis]
| group | share of synthesized area |
|---|---|
| xor+xnor | 0.119 |
| buf+inv | 0.0221 |
| mux | 0.0557 |
| simple gates | 0.214 |
| compound gates | 0.117 |
| fa+ha+maj | 0.00738 |
| flops | 0.465 |
[through the flow]
step | setup slack [ps] | hold slack [ps]
2_1_floorplan | 2140 | 380
3_3_place_gp | 1990 | 388
3_5_place_dp | 1930 | 398
4_1_cts | 1900 | 413
5_1_grt | 1700 | 436
6_report | 1900 | 407
[registers in the layout (all words and copies together), names as in the netlist]
register,flops
div2.counter,26
div1.counter,24
led,16
counter,4
state,3
[power by group through the flow]
stage	logic, uW	clock network (uW)	registers, uW
5_1_grt	15.8	525	523
6_report	13.9	484	524
4_1_cts	14.5	500	524
[worst max-delay path: cells and delay by family, from the launching register on]
family / cells / cell delay [ps]
simple gates: 4 / 1060
fa+ha+maj: 1 / 250
xor+xnor: 1 / 130
flops: 1 / 400
[cell type report]
type / instances / area (sq um)
tap: 140 / 175
inverter: 10 / 37.5
multi-input combinational: 252 / 1740
sequential: 73 / 1580
timing repair buffer: 22 / 215
clock buffer: 6 / 129
clock inverter: 2 / 37.5
fill: 1086 / 7020
Power and IR drop assume default switching activity.
