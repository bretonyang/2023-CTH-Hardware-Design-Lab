==> design/flow/design.v <==
`timescale 1ns / 1ps
module lab3_3(
    input clk,
    input rst,
    input en,
    output reg [15:0] led
    );
    parameter LED_INIT = 16'b1000_1100_0000_0111;  
    parameter SNAKE1_INIT = 4'd15;  
    parameter SNAKE2_INIT = 4'd11;
    parameter SNAKE3_INIT = 4'd2;
    parameter LEFT = 1;  
    parameter RIGHT = 0;
    parameter LEFT_WALL = 4'd15;  
    parameter RIGHT_WALL = 4'd0;
    parameter DIV1 = 24;
    parameter DIV2 = 25;
    parameter DIV3 = 26;
    reg [15:0] next_led; 
    reg [3:0] snake1_pos, next_snake1_pos;  
    reg [3:0] snake2_pos, next_snake2_pos;  
    reg [3:0] snake3_pos, next_snake3_pos;  
    reg snake1_dir, next_snake1_dir; 
    reg snake2_dir, next_snake2_dir;
    reg snake3_dir, next_snake3_dir;
    wire clk_div1, clk_div2, clk_div3;
    wire [DIV1 - 1:0] counter1;
    wire [DIV2 - 1:0] counter2;
    wire [DIV3 - 1:0] counter3;
	clock_divider_3_3 #(DIV1) div1(.clk(clk), .clk_div(clk_div1), .counter(counter1));  
    clock_divider_3_3 #(DIV2) div2(.clk(clk), .clk_div(clk_div2), .counter(counter2));  
    clock_divider_3_3 #(DIV3) div3(.clk(clk), .clk_div(clk_div3), .counter(counter3));  
    always @(posedge clk or posedge rst) begin
        if (rst == 1'b1) begin
            led <= LED_INIT;
        end 
        else if (en == 1'b1  && (counter1 == {1'b0, {(DIV1 - 1){1'b1}}}
                                || counter2 == {1'b0, {(DIV2 - 1){1'b1}}}
                                || counter3 == {1'b0, {(DIV3 - 1){1'b1}}}
                                )) begin
            led <= next_led;
        end
    end
    always @(posedge clk_div1 or posedge rst) begin
        if(rst == 1'b1) begin
            snake1_pos <= SNAKE1_INIT;
            snake1_dir <= RIGHT;
        end else if (en == 1'b1) begin
            snake1_pos <= next_snake1_pos;
            snake1_dir <= next_snake1_dir;
        end
    end
    always @(posedge clk_div2 or posedge rst) begin
        if(rst == 1'b1) begin
            snake2_pos <= SNAKE2_INIT;
            snake2_dir <= RIGHT;
        end else if (en == 1'b1) begin
            snake2_pos <= next_snake2_pos;
            snake2_dir <= next_snake2_dir;
        end
    end
    always @(posedge clk_div3 or posedge rst) begin
        if(rst == 1'b1) begin
            snake3_pos <= SNAKE3_INIT;
            snake3_dir <= LEFT;
        end else if (en == 1'b1) begin
            snake3_pos <= next_snake3_pos;
            snake3_dir <= next_snake3_dir;
        end
    end
    always @(*) begin
        next_led = led;
        next_snake1_pos = snake1_pos;
        next_snake1_dir = snake1_dir;
        next_snake2_pos = snake2_pos;
        next_snake2_dir = snake2_dir;
        next_snake3_pos = snake3_pos;
        next_snake3_dir = snake3_dir;
        if (counter1 == {1'b0, {(DIV1 - 1){1'b1}}} || counter1 == (1 << (DIV1 - 1))) begin 
            case (snake1_dir)
                LEFT: begin
                    if (snake1_pos < LEFT_WALL) begin
                        next_snake1_pos = snake1_pos + 1'b1;
                        next_led[snake1_pos] = 1'b0;
                        next_led[next_snake1_pos] = 1'b1;
                    end
                    else if (snake1_pos - 1 > snake2_pos) begin
                        next_snake1_pos = snake1_pos - 1'b1;
                        next_led[snake1_pos] = 1'b0;
                        next_led[next_snake1_pos] = 1'b1;
                        next_snake1_dir = RIGHT;
                    end
                end
                RIGHT: begin
                    if (snake1_pos - 1 > snake2_pos) begin
                        next_snake1_pos = snake1_pos - 1'b1;
                        next_led[snake1_pos] = 1'b0;
                        next_led[next_snake1_pos] = 1'b1;
                    end
                    else if (snake1_pos < LEFT_WALL) begin
                        next_snake1_pos = snake1_pos + 1'b1;
                        next_led[snake1_pos] = 1'b0;
                        next_led[next_snake1_pos] = 1'b1;
                        next_snake1_dir = LEFT;
                    end
                end
            endcase
        end
        if (counter2 == {1'b0, {(DIV2 - 1){1'b1}}} || counter2 == (1 << (DIV2 - 1))) begin
            case (snake2_dir)
                LEFT: begin
                    if (snake2_pos + 1 < snake1_pos) begin
                        next_snake2_pos = snake2_pos + 1'b1;
                        next_led[snake2_pos - 1] = 1'b0;
                        next_led[next_snake2_pos] = 1'b1;
                    end
                    else if (snake2_pos - 2 > snake3_pos) begin
                        next_snake2_pos = snake2_pos - 1'b1;
                        next_led[snake2_pos] = 1'b0;
                        next_led[next_snake2_pos - 1] = 1'b1;
                        next_snake2_dir = RIGHT;
                    end
                end
                RIGHT: begin
                    if (snake2_pos - 2 > snake3_pos) begin
                        next_snake2_pos = snake2_pos - 1'b1;
                        next_led[snake2_pos] = 1'b0;
                        next_led[next_snake2_pos - 1] = 1'b1;
                    end
                    else if (snake2_pos + 1 < snake1_pos) begin
                        next_snake2_pos = snake2_pos + 1;
                        next_led[snake2_pos - 1] = 1'b0;
                        next_led[next_snake2_pos] = 1'b1;
                        next_snake2_dir = LEFT;
                    end
                end
            endcase
        end
        if (counter3 == {1'b0, {(DIV3 - 1){1'b1}}} || counter3 == (1 << (DIV3 - 1))) begin
            case (snake3_dir)
                LEFT: begin
                    if (snake3_pos + 1 < snake2_pos - 1) begin
                        next_snake3_pos = snake3_pos + 1'b1;
                        next_led[snake3_pos - 2] = 1'b0;
                        next_led[next_snake3_pos] = 1'b1;
                    end
                    else if (snake3_pos - 2 > RIGHT_WALL) begin
                        next_snake3_pos = snake3_pos - 1'b1;
                        next_led[snake3_pos] = 1'b0;
                        next_led[next_snake3_pos - 2] = 1'b1;
                        next_snake3_dir = RIGHT;
                    end
                end
                RIGHT: begin
                    if (snake3_pos - 2 > RIGHT_WALL) begin
                        next_snake3_pos = snake3_pos - 1'b1;
                        next_led[snake3_pos] = 1'b0;
                        next_led[next_snake3_pos - 2] = 1'b1;
                    end
                    else if (snake3_pos + 1 < snake2_pos - 1) begin
                        next_snake3_pos = snake3_pos + 1'b1;
                        next_led[snake3_pos - 2] = 1'b0;
                        next_led[next_snake3_pos] = 1'b1;
                        next_snake3_dir = LEFT;
                    end
                end
            endcase
        end
    end
endmodule
module clock_divider_3_3 
    #(parameter n = 25)
    (input clk, output clk_div, output [n - 1:0] counter);
    reg [n - 1:0] cnt = 0;
    wire [n - 1:0] next_cnt; 
    always @(posedge clk) begin
        cnt <= next_cnt;
    end
    assign next_cnt = cnt + 1;
    assign clk_div = cnt[n - 1];
    assign counter = cnt;
endmodule
==> design/flow/run.sh <==
#!/bin/bash
# OpenROAD 26Q1-2900-gdf79404cd8, Yosys 0.63+post, stock flow scripts
make -C /OpenROAD-flow-scripts/flow DESIGN_CONFIG=/design/flow/config.mk WORK_HOME=/design/flow/orfs finish
==> design/flow/config.mk <==
export PLATFORM = sky130hd
export DESIGN_NAME = lab3_3
export DESIGN_NICKNAME = lab3_3
export VERILOG_FILES = /design/flow/design.v
export SDC_FILE = /design/flow/constraint.sdc
export NUM_CORES = 4
export LEC_CHECK = 1
export CORE_UTILIZATION = 30
==> design/flow/constraint.sdc <==
current_design lab3_3

set clk_period 6.9
set clk_io_pct 0.2

create_clock -name clk0 -period $clk_period [get_ports {clk}]

set non_clock_inputs [all_inputs -no_clocks]
set_input_delay [expr $clk_period * $clk_io_pct] -clock clk0 $non_clock_inputs
set_output_delay [expr $clk_period * $clk_io_pct] -clock clk0 [all_outputs]
==> Implementation_results.wiki <==
== Run summary ==
{| class="wikitable"
! Metric !! Value
|-
| CTS tree || yes
|-
| Boundary pin count || 19
|-
| Slew margin rel. || 35.2%
|-
| Setup ws final || roughly 3800 ps
|-
| Routed len/inst || 18.3 um
|-
| Setup skew after layout || between 8 and 9 ps
|-
| Number of unconstrained endpoints || 15
|-
| Hold Crit Class || register to register
|-
| Distinct cell type count of the synthesized netlist || 100
|-
| Placement-stage worst setup slack || 3510 ps
|-
| Required time of the worst setup path || 7130 ps
|-
| Total standard cell area after synthesis || approximately 9500 um^2
|-
| Chip area in the Yosys report || approximately 9500 um^2
|-
| Total routing usage reported by global routing || approximately 18%
|-
| Count of unresolved DRC violations after routing || 0
|-
| Core area || 30,900 um^2
|-
| Cell count of the worst hold path || 1
|-
| Number of buffers added by the clock tree synthesis step || 9
|-
| Die boundary width || 180 um
|-
| Number of buffers inserted for hold repair after clock tree synthesis || 0
|-
| Number of max-capacitance violations reported || 0
|-
| Number of register pins that no clock reaches || 15
|-
| Site Rows || about 64
|-
| Largest buffer count on any clock path || 2
|-
| Final hold violation count || 0
|-
| CP Launch Type || primary input
|-
| Area of combinational cells with multiple inputs || roughly 6800 um^2
|-
| Most frequent cells after synthesis || nor2_1 (102), ha_1 (82), nand2_1 (80), xnor2_1 (76), dfxtp_1 (75)
|-
| Die span in y || roughly 180 um
|-
| Total negative slack for setup checks || 0 ps
|-
| Placed Area || between 10,000 and 15,000 um^2
|-
| Post-route clock period utilization || a little under half
|-
| Peak supply drop || ~160 uV
|-
| Routed via count divided by cell count || about 5.7
|-
| Cell type contributing the most total cell area after synthesis || dfxtp_1
|-
| Cells on worst reg2reg path || 8
|-
| Number of global-route vias before repair || 8,247
|-
| Status || complete, no violations
|-
| Fmax achieved || between 300 and 400 MHz
|-
| Root Buffer Master || clkbuf_16
|-
| CTS-repair resized insts || 0
|-
| Drt first pass iters || 5
|-
| Port bufs || 18
|-
| CP peak stage delay || 750 ps
|-
| Wire length of the first global-routing pass || roughly 46,000 um
|-
| Clock slew seen by the registers of the worst setup and hold paths || 70 ps
|-
| Antenna diode instance count || 0
|-
| Data arrival time at the worst-slack endpoint || 3360 ps
|-
| Critical Path Fanout Max || 12
|-
| Least-Margin Pin Slew || roughly 970 ps
|-
| Drt first-iter violations || 769
|-
| Critical path's slowest cell || clkdlybuf4s50_1
|-
| Tool warnings || 61
|-
| Fraction of final layout cells with drive strength greater than 1 || 7.17%
|-
| Largest net degree at the start of global routing || 32
|-
| Final GP Congestion || roughly 1
|-
| Ys Warns || 4
|-
| Primary flip-flop cell chosen by synthesis mapping || dfxtp_1
|-
| Minimum clock period after layout || 3140 ps
|-
| Post-route cell area || approximately 10,000 um^2
|-
| Critical path capture point type || register
|-
| Worst-path cell chain || clkdlybuf4s50_1, inv_1, nor2_1, a32oi_1, o21a_1
|-
| Number of antenna violations at the first check in global routing || 0
|-
| Synthesis-to-layout area growth || 8.42%
|-
| P per Cell Area || approximately 100 nW/um^2
|-
| Total number of vias || 8,910
|-
| Routed wire length || around 29,000 um
|-
| FP Core Util || a little under a third
|-
| Worst skew pair latency || ~340 ps
|-
| Gate Count Post-Synth || ~1,200
|-
| Congestion Overflow GR || 0
|-
| Cells taking the most area after synthesis || dfxtp_1 (16%), ha_1 (11%), xnor2_1 (7.0%)
|-
| FF/Latch Area || 2300 um^2
|-
| Number of cells in Yosys stat || 1,176
|-
| Proportion of synthesized chip area in sequential cells || between 20 and 25%
|-
| Synthesized flop and latch total || roughly 110
|-
| Leakage || around 3.7 nW
|-
| Max Transition Viols Final || 0
|-
| Number of nets still failing antenna checks after routing || 0
|-
| Share of async-settable or async-resettable flops after synthesis || 29.2%
|-
| Largest type area fraction || 15.8%
|-
| Count of flip-flops with a built-in enable after synthesis || 0
|-
| Chip Area || ~32,000 um^2
|-
| Most instantiated library cell after synthesis || nor2_1
|-
| WS Path Type || primary input to register
|-
| Final setup fails || 0
|-
| Filler Cells Inserted || ~3,200
|-
| Min Hold Slack || 422 ps
|-
| H-tree depth || 3
|-
| RSZ-0062 raised after global routing || no
|-
| Total design power || between 1 and 1.5 mW
|-
| Average instance area after synthesis || 8.10 um^2
|-
| Setup Buffers After CTS || 0
|-
| Detailed-placement wirelength estimate || ~23,000 um
|}
-- per-stage QoR --
stage | utilization [%] | cells
global route | 33.4 | 1568
detailed placement | 32.5 | 1553
global placement | 32.5 | 1553
finish | 33.4 | 1568
CTS | 33.4 | 1568
floorplan | - | 1176
-- worst paths after layout --
check | from | to | slack [ps]
max in group asynchronous | rst | led[15]$_DFFE_PP1P_ | 5080
min | div1.cnt[0]$_DFF_P_ | div1.cnt[0]$_DFF_P_ | 420
max reg2reg | div2.cnt[0]$_DFF_P_ | led[3]$_DFFE_PP0P_ | 3780
min in group asynchronous | rst | led[7]$_DFFE_PP0P_ | 1460
max | en | led[3]$_DFFE_PP0P_ | 3760
min reg2reg | div1.cnt[0]$_DFF_P_ | div1.cnt[0]$_DFF_P_ | 420
-- flip-flops by register name, indices dropped and copies added, names as in the netlist --
name,count
snake1_pos,4
snake2_dir,1
snake1_dir,1
snake3_dir,1
div3.cnt,26
led,16
snake2_pos,4
snake3_pos,4
div1.cnt,24
div2.cnt,25
-- power breakdown --
group          leakage (nW)  total, mW  internal (mW)  switching (mW)
logic                  2.66     0.0414         0.0208          0.0206
clock network         0.139      0.494          0.281           0.213
registers             0.942      0.545          0.535          0.0105
-- area by class of cell --
| cell class | count | area share, % |
|---|---|---|
| clock inverters | 5 | 0.594 |
| inverters | 63 | 2.29 |
| repair buffers | 24 | 2.18 |
| well taps | 396 | 4.80 |
| multi-input cells | 964 | 65.7 |
| clock buffers | 10 | 2.22 |
| flip-flops and latches | 106 | 22.2 |
-- placed cells by master, fill, tap and decap left out, types with 29 or more instances in the layout --
| master | n |
|---|---|
| a21oi_1 | 43 |
| dfxtp_1 | 75 |
| ha_1 | 82 |
| inv_1 | 58 |
| nand2_1 | 80 |
| nand3_1 | 68 |
| nand4_1 | 43 |
| nor2_1 | 102 |
| nor3_1 | 49 |
| o21ai_0 | 45 |
| xnor2_1 | 76 |
| xor2_1 | 29 |
-- layer usage --
metal / share of wire, % / vias up / GRT usage, %
li1: - / 4344 / -
met1: 48 / 4184 / 27.6
met2: 43 / 324 / 27.0
met3: 6.0 / 58 / 2.06
met4: 3.1 / 0 / 5.03
met5: 0 / - / 0
-- critical path, delay by kind of cell --
kind	cells	cell delay (ps)
AND-OR/OR-AND	2	430
AND/OR/NAND/NOR	1	670
buffers and inverters	2	880
-- kinds of logic after synthesis --
| group | after synthesis | share of synthesized area (%) |
|---|---|---|
| muxes | 4 | 0.420 |
| and+or+nand+nor | 508 | 29.5 |
| DFF | 106 | 24.1 |
| adders and majority gates | 82 | 10.8 |
| xor gates and xnor gates | 113 | 11.4 |
| AOI/OAI and AO/OA | 257 | 19.2 |
| buffers and inverters | 106 | 4.68 |
Power is estimated from default activity; no workload was simulated.
